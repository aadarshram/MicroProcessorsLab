<file path="./run.sh">
#!/bin/bash
# OpenROAD 26Q1-2900-gdf79404cd8, Yosys 0.63+post, stock flow scripts
make -C /OpenROAD-flow-scripts/flow DESIGN_CONFIG=/design/flow/config.mk WORK_HOME=/design/flow/orfs finish
</file>
<file path="./config.mk">
export PLATFORM = sky130hd
export DESIGN_NAME = lcd
export DESIGN_NICKNAME = lcd
export VERILOG_FILES = /design/flow/design.v
export SDC_FILE = /design/flow/constraint.sdc
export NUM_CORES = 4
export LEC_CHECK = 1
export CORE_UTILIZATION = 30
</file>
<file path="./constraint.sdc">
current_design lcd

set clk_period 6.8
set clk_io_pct 0.2

create_clock -name clk0 -period $clk_period [get_ports {in_Clk}]

set non_clock_inputs [all_inputs -no_clocks]
set_input_delay [expr $clk_period * $clk_io_pct] -clock clk0 $non_clock_inputs
set_output_delay [expr $clk_period * $clk_io_pct] -clock clk0 [all_outputs]
</file>
<file path="./design.v">
module lcd(in_Clk, lcd_rs, lcd_e, data);
input in_Clk;
output reg [7:0] data;
output reg lcd_rs;
output lcd_e;
wire [7:0] command [0:4];
reg [31:0] count = 0;
wire out_Clk;
assign command [0] = 8'h38;  
assign command [1] = 8'h0C;  
assign command [2] = 8'h06;  
assign command [3] = 8'h01;  
assign command [4] = 8'hC0;  
clk_divider cd(out_Clk, in_Clk);
assign lcd_e = out_Clk;
always@(posedge lcd_e) begin
  count  = count + 1;
  case(count)
  1: begin lcd_rs = 0; data = command[0]; end
  2: begin lcd_rs = 0; data = command[1]; end
  3: begin lcd_rs = 0; data = command[2]; end
  4: begin lcd_rs = 0; data = command[3]; end
  5: begin lcd_rs = 0; data = command[4]; end
  6: begin lcd_rs = 1; data = 8'h31; end
  7: begin lcd_rs = 1; data = 8'h32; end
  8: begin lcd_rs = 1; data = 8'h33; end
  9: begin lcd_rs = 1; data = 8'h34; end
  10: begin lcd_rs = 1; data = 8'h35; end
  11: begin lcd_rs = 1; data = 8'h36; end
  12: begin lcd_rs = 1; data = 8'h37; end
  13: begin lcd_rs = 1; data = 8'h38; end
  14: begin lcd_rs = 1; data = 8'h39; end
  15: begin lcd_rs = 1; data = 8'h41; end
  16: begin lcd_rs = 1; data = 8'h42; end
  17: begin lcd_rs = 1; data = 8'h43; end
  18: begin lcd_rs = 1; data = 8'h44; end
  19: begin lcd_rs = 1; data = 8'h45; end
  20: begin lcd_rs = 1; data = 8'h46; end
  21: begin lcd_rs = 1; data = 8'h47; end
  default: begin lcd_rs = 0; data = 8'h80; end
  endcase
end
endmodule
module clk_divider(outClk, inClk);
input inClk;
output reg outClk;
reg [25:0] clockCount;
always@(posedge inClk)
begin
if (clockCount >= 26'd50000000)
    begin
        clockCount = 26'd0;
        outClk = ~ outClk;
    end
clockCount <= clockCount + 1;
end
endmodule
</file>
==> ci_impl_report.md <==
## PnR job results

| Metric | Value |
|---|---|
| Outcome | `finished, final reports clean` |
| Part of the Yosys area used for sequential elements | `0.393` |
| Critical R2R Capture | `cd.clockCount[22]` |
| Layout cell share with drive strength beyond 1 | `0.0372` |
| Post-Synthesis Cell Area | `3440 sq um` |
| Vias in the first global route | `around 2400` |
| Worst-Margin Slew | `865 ps` |
| Total die size | `11900 sq um` |
| Rel. slew slack | `0.423` |
| Chip Area, Yosys | `about 3400 sq um` |
| Total area of sequential cells | `1350 sq um` |
| Late-Pin Clk Latency | `~260 ps` |
| Final-report hold violation count | `0` |
| Layout Area Growth over Synthesis | `8.37%` |
| Die height | `109 microns` |
| CTS tree | `built` |
| Slack of the worst reg-to-reg path | `3440 ps` |
| Dpl cell area | `3640 sq um` |
| Hold crit path type | `flip-flop to flip-flop` |
| Flip-flops with a built-in enable | `1` |
| Synth Area per Inst | `~8.5 sq um` |
| Max Slew Vio Count | `0` |
| Distinct lib cells used | `56` |
| Vias/cell | `roughly 5.0` |
| Setup-failing EPs final | `0` |
| Crit path cell chain | `nand4_1 > a21oi_1 > o21ai_0 > a21oi_1 > o21a_1 > nand2b_1 > inv_1 > ha_1 > and3_1 > and3_1 > nand2b_1 > nor2_1 > nand3_1 > xor2_1 > nor2_1` |
| Top cells by area | `dfxtp_1 (38%), xor2_1 (7.4%), xnor2_1 (7.1%)` |
| Post-Synthesis Cells | `between 400 and 500` |
| Drt first pass iters | `4` |
| Tally of OpenROAD warnings | `29` |
| Leak pwr | `about 0.0014 uW` |
| Peak supply drop | `around 0.21 mV` |
| GRT Resource Usage Total | `0.112` |
| Hold path cells | `1` |
| Ant diodes | `0` |
| Worst hold path endpoint | `cd.clockCount[0]` |
| Pwr dens | `slightly below 80 nW/um^2` |
| Post-cts resize count | `0` |
| Endpoints left unconstrained | `slightly below 50` |
| Count of unclocked register or latch pins | `~40` |
| Yosys warning count | `2` |
| Share of the synthesized area in the top cell type | `0.384` |
| Cell Count, Final, Fillers Out | `about 540` |
| Critical Path Source Type | `flip-flop` |
| First-pass GRT wire length | `11000 microns` |
| Maxcap violations | `0` |
| Max Freq | `0.298 GHz` |
| Clock skew | `roughly 4 ps` |
| Worst r2r src | `cd.clockCount[12]` |
| I/O pin count | `11` |
| Critical path peak fanout | `25` |
| Fill count | `1119` |
| Cell count in the Yosys report | `404` |
| Post-route ant nets | `0` |
| Clock tree buffer depth | `2` |
| Setup TNS | `0 ps` |
| Total CTS buffers | `3` |
| Share of synthesized registers carrying an async set or reset | `0` |
| Hold_sp | `cd.clockCount[0]` |
| # hold bufs at CTS | `0` |
| Grt total ovfl | `0` |
| Post-DP HPWL | `4540 microns` |
| Clock slew at reported path FFs | `60 ps` |
| Routability Congestion | `0.804` |
| PortBufs | `10` |
| Largest net degree at the start of global routing | `42` |
| Critical Setup Path Class | `flip-flop to flip-flop` |
| WL/cell | `11.4 microns` |
| CTS H-tree depth | `1` |
| Post-CTS setup buffers | `0` |
| # rows | `38` |
| Initial antenna violation count | `0` |
| Die X | `109 microns` |
| Non-Filler Cell Area, Final | `roughly 3700 sq um` |
| Post-synth regs | `67` |
| Logic area | `~2000 sq um` |
| Data required, critical path | `6920 ps` |
| Slowest cell on the critical path | `o21a_1` |
| Post-Route WL | `6190 microns` |
| Tmin final | `3360 ps` |
| Floorplan core density | `0.313` |
| Root Buffer | `clkbuf_16` |
| Crit path DAT | `3470 ps` |
| R2R depth | `15` |
| Synth area leader | `dfxtp_1` |
| 1st-iter DRT viols | `92` |
| Tcrit/Tclk final | `0.493` |
| CP peak stage delay | `slightly above 700 ps` |
| Main synth FF type | `dfxtp_1` |
| Endpoint class of the critical path | `flip-flop` |
| Total core area | `11000 sq um` |
| RSZ-0062 raised after global routing | `false` |
| DRC viols | `0` |
| Via count | `approximately 2700` |
| DP Cell Count | `about 540` |
==> cells in the mapped netlist (6+ instances only) <==
cell      number
inv_1         13
clkbuf_1       9
a21oi_1       15
nand4_1       15
dfxtp_1       66
nor3_1        17
nor2_1        57
xnor2_1       28
xor2_1        29
nand3_1       28
or3_1          6
and3_1        10
nand2_1       24
o21ai_0       10
ha_1           6
==> logic make-up (layout without fill, tap and decap cells) <==
group                    after synthesis  in the layout  synth area share
XOR/XNOR                              57             57             0.145
multiplexers                           1              1           0.00291
buffers and inverters                 29             28            0.0364
adder cells (fa/ha/maj)                6              6            0.0218
AND-OR/OR-AND                         51             51            0.0968
AND/OR/NAND/NOR                      193            193             0.304
flip-flops                            67             67             0.393
==> area by class of cell <==
cell class	count	area share
inverter	13	0.0131
sequential	67	0.363
multi-input combinational	308	0.526
clock buffer	3	0.0202
timing repair buffer	11	0.0289
clock inverter	1	0.00168
tap	140	0.0470
==> worst max path at each step <==
stage / from / to / slack [ps]
after CTS: cd.clockCount[12] / cd.clockCount[22] / 3450
after global routing: cd.clockCount[12] / cd.clockCount[22] / 3130
final: cd.clockCount[12] / cd.clockCount[22] / 3440
==> through the flow <==
| stage | utilization | hold slack (ps) | power [uW] | worst slack (ps) |
|---|---|---|---|---|
| 3_3_place_gp | 0.332 | 417 | 162 | 3570 |
| 6_report | 0.339 | 445 | 290 | 3440 |
| 4_1_cts | 0.339 | 446 | 295 | 3450 |
| 2_1_floorplan | - | 400 | 162 | 4300 |
| 5_1_grt | 0.339 | 466 | 302 | 3130 |
| 3_5_place_dp | 0.332 | 431 | 162 | 3470 |
==> metal layers <==
metal	share of wire	vias up	wire (microns)	global-route usage
li1	-	1413	-	-
met4	0.0055	0	34	0.00676
met5	0	-	0	0
met3	0.031	5	194	0.0110
met1	0.52	1261	3220	0.173
met2	0.44	49	2740	0.180
==> critical path, delay by kind of cell (launching register included) <==
kind	cells	cell delay, ps
simple gates	8	1260
compound gates	4	1130
flops	1	420
fa+ha+maj	1	210
xor+xnor	1	140
buf+inv	1	50
==> layout by cell type (no fill, tap or decap), drive strengths merged, types with 6 or more instances in the layout <==
master	n
dfxtp	66
nor2	57
xor2	29
xnor2	28
nand3	28
nand2	24
nor3	17
nand4	17
a21oi	15
inv	14
o21ai	10
and3	10
clkdlybuf4s50	10
or3	7
ha	6
nor4	6
==> power by group <==
part	switching, uW	leakage, uW	internal [uW]	total [uW]
logic	0	0.000776	0	0.000776
clock network	51.4	0.0000414	80.0	131
registers	0	0.000543	159	159
==> registers in the layout, indices dropped and copies added (netlist names) <==
register	cells
cd.clockCount	26
data	7
count	32
cd.outClk	1
lcd_rs	1
Power and IR drop assume default switching activity.
