**./design.v**
```verilog
module full_adder(x, y, z, s, c);
input x, y, z;
output s, c;
wire s1, c1, c2;
assign s1 = x ^ y;
assign c1 = x & y;
assign s = s1 ^ z;
assign c2 = s1 & z;
assign c = c1 | c2;
endmodule
module ripple_carry_adder(i1, i2, cin, o, cout);
input [3:0] i1, i2;
input cin;
wire c1, c2, c3;
output[3:0] o;
output cout;
full_adder fa1(i1[0], i2[0], cin, o[0], c1);
full_adder fa2(i1[1], i2[1], c1, o[1], c2);
full_adder fa3(i1[2], i2[2], c2, o[2], c3);
full_adder fa4(i1[3], i2[3], c3, o[3], cout);
endmodule
```
**./run.sh**
```bash
#!/bin/bash
# OpenROAD 26Q1-2900-gdf79404cd8, Yosys 0.63+post, stock flow scripts
make -C /OpenROAD-flow-scripts/flow DESIGN_CONFIG=/design/flow/config.mk WORK_HOME=/design/flow/orfs finish
```
**./config.mk**
```make
export PLATFORM = sky130hd
export DESIGN_NAME = ripple_carry_adder
export DESIGN_NICKNAME = ripple_carry_adder
export VERILOG_FILES = /design/flow/design.v
export SDC_FILE = /design/flow/constraint.sdc
export NUM_CORES = 4
export LEC_CHECK = 1
export CORE_AREA = 10 10 70 70
export DIE_AREA = 0 0 80 80
```
**./constraint.sdc**
```tcl
current_design ripple_carry_adder

set clk_period 3.8
set clk_io_pct 0.2

create_clock -name clk0 -period $clk_period

set non_clock_inputs [all_inputs -no_clocks]
set_input_delay [expr $clk_period * $clk_io_pct] -clock clk0 $non_clock_inputs
set_output_delay [expr $clk_period * $clk_io_pct] -clock clk0 [all_outputs]
```
==> flow_metrics.tcl <==
# implementation run metrics
set metrics [dict create \
    seq_area_um2 0 \
    die_h_um 80 \
    ios 14 \
    power_frac_seq_pct 0 \
    ir_drop_mv 0.03510 \
    vias_per_cell 1.757 \
    ys_warn_count 0 \
    slew_headroom_pct 93.44 \
    comb_power_share_pct 100.0 \
    synth_cell_type_count 3 \
    drt_iter0_markers 4 \
    hold_violations 0 \
    antenna_found_initial 0 \
    outcome "completed" \
    top_area_cell "fa_1" \
    grt_pass1_vias 149 \
    clock_buffers 0 \
    topCellsByArea "fa_1 54%, inv_1 25%, buf_4 20%" \
    slew_viol_final 0 \
    wl_per_cell_um 5.865 \
    min_period_ns 3.520 \
    power_density_nw_per_um2 115.4 \
    end_kind "output pin" \
    max_slew.worst_pin.slew_ns 0.09813 \
    synth.avg_cell_area_um2 8.202 \
    required_ns 3.04 \
    num_rows 21 \
    clockPowerShare_pct 0 \
    grt_overflow 0 \
    grt_max_degree 2 \
    cap_viol_max_count 0 \
    finalWeightedCongestion 0.7799 \
    swShare_pct 30.28 \
    antenna_left 0 \
    cts-hold-fix-buffers 0 \
    worst_setup_path_start_kind "input port" \
    syn_inst 18 \
    fmax_ghz 0.2841 \
    p_leak_nw 0.1426 \
    grt_usage_pct 1.301 \
    fp-utilization_pct 4.322 \
    hold_path.class "in -> out" \
    fill_cells 406 \
    crit_fanout 1 \
    netlist.area_leader.share_pct 54.24 \
    core_um2 3416 \
    hold-worst-slack_ns 2.279 \
    synth_area_um2 147.6 \
    wl_um 434 \
    drive_gt1_share_pct 28.57 \
    port_buffers 14 \
    warnings 32 \
    yosys_cells 18 \
    flops 0 \
    dpl.hpwl_um 408.8 \
    finish.utilization_pct 9.414 \
    finalClockPeriodUsage_pct 92.63 \
    p_int_mw 0.02588 \
    num_antenna_cells 0 \
    power.switching_mw 0.01124 \
    firstDrtPassIters 2 \
    post_cts.repair.setup_buffers 0 \
    arrival_ns 2.76 \
    rsz0062_at_grt "false" \
    fin_tns_setup_ns 0 \
    worstSetupPathType "in -> out" \
    grt_first_pass_wirelength_um 662 \
    setup_ws_ns 0.2800 \
    postSynthSeqShare_pct 0 \
    post-place-ws_ns -0.2088 \
    die_x_um 80 \
    power.total_mw 0.03712 \
    yosysChipArea_um2 147.6 \
    die_area_um2 6400 \
    setup-violations-final 0 \
    syn_to_final_growth_pct 117.8 \
    vias 130 \
    drc 0 \
]
cell usage in the layout (no fill, tap or decap), drive strengths merged:
master and count:
fa 4, dlygate4sd2 3, clkdlybuf4s50 10, inv 10
dlymetal6s2s 1
final cells by class:
type / count / area, µm² / area share (%)
repair buffers: 14 / 138.9 / 43.19
multi-input cells: 4 / 87.58 / 27.24
well taps: 46 / 57.56 / 17.90
inverters: 10 / 37.54 / 11.67
path summary, 6_finish.rpt:
check	startpoint	to	slack (ns)	depth (start not counted)
setup / recovery	i2[0]	cout	0.28	10
hold / removal	i2[3]	o[3]	2.28	5
synthesized netlist by cell type (all sizes together):
library cell	instances
buf	4
inv	10
fa	4
power groups by stage:
stage | Combinational, mW | Sequential [mW] | Clock, mW
CTS | 0.0398 | 0 | 0
global route | 0.0430 | 0 | 0
finish | 0.0371 | 0 | 0
critical path, stage by stage:
cell and delay [ns]:
dlygate4sd2_1 0.21, inv_2 0.04, fa_2 0.37, inv_2 0.06, fa_2 0.20, fa_2 0.19
inv_2 0.04, fa_1 0.37, inv_1 0.06, clkdlybuf4s50_1 0.46
routing by layer:
layer	GRT usage [%]	up-vias	wire length, µm
met4	0	0	0
met5	0	-	0
met2	1.525	14	99
li1	-	60	-
met1	1.408	56	166
met3	1.818	0	169
cell families after synthesis:
logic type | Yosys count | share of synthesized area [%]
adder cells (fa/ha/maj) | 4 | 54.24
buffers and inverters | 14 | 45.77
per-stage QoR:
stage | cell area [µm²] | std cells
final | 321.6 | 74
after global routing | 321.6 | 74
after CTS | 319.1 | 74
after detailed placement | 315.3 | 74
after global placement | 315.3 | 74
after floorplan | 147.6 | 18
repair_timing:
action,4_1_cts,5_1_grt
gates cloned,0,0
resized,11,1
pin swaps,3,4
setup endpoints to repair,2,1
Power and IR drop assume default switching activity.
